--- design.v ---
module card7seg(input [3:0] card, output[6:0] seg7);
   reg [6:0] hex_wire;
   assign seg7 = hex_wire;
   always_comb begin : card_comb
      case(card)
         4'b0000: begin
            hex_wire[6] = 1'b1;
            hex_wire[5] = 1'b1;
            hex_wire[4] = 1'b1;
            hex_wire[3] = 1'b1;
            hex_wire[2] = 1'b1;
            hex_wire[1] = 1'b1;
            hex_wire[0] = 1'b1;
         end
         4'b0001: begin
            hex_wire[6] = 1'b0;
            hex_wire[5] = 1'b0;
            hex_wire[4] = 1'b0;
            hex_wire[3] = 1'b1;
            hex_wire[2] = 1'b0;
            hex_wire[1] = 1'b0;
            hex_wire[0] = 1'b0;
         end
         4'b0010: begin
            hex_wire[6] = 1'b0;
            hex_wire[5] = 1'b1;
            hex_wire[4] = 1'b0;
            hex_wire[3] = 1'b0;
            hex_wire[2] = 1'b1;
            hex_wire[1] = 1'b0;
            hex_wire[0] = 1'b0;
         end
         4'b0011: begin
            hex_wire[6] = 1'b0;
            hex_wire[5] = 1'b1;
            hex_wire[4] = 1'b1;
            hex_wire[3] = 1'b0;
            hex_wire[2] = 1'b0;
            hex_wire[1] = 1'b0;
            hex_wire[0] = 1'b0;
         end
         4'b0100: begin
            hex_wire[6] = 1'b0;
            hex_wire[5] = 1'b0;
            hex_wire[4] = 1'b1;
            hex_wire[3] = 1'b1;
            hex_wire[2] = 1'b0;
            hex_wire[1] = 1'b0;
            hex_wire[0] = 1'b1;
         end
         4'b0101: begin
            hex_wire[6] = 1'b0;
            hex_wire[5] = 1'b0;
            hex_wire[4] = 1'b1;
            hex_wire[3] = 1'b0;
            hex_wire[2] = 1'b0;
            hex_wire[1] = 1'b1;
            hex_wire[0] = 1'b0;
         end
         4'b0110: begin
            hex_wire[6] = 1'b0;
            hex_wire[5] = 1'b0;
            hex_wire[4] = 1'b0;
            hex_wire[3] = 1'b0;
            hex_wire[2] = 1'b0;
            hex_wire[1] = 1'b1;
            hex_wire[0] = 1'b0;
         end
         4'b0111: begin
            hex_wire[6] = 1'b1;
            hex_wire[5] = 1'b1;
            hex_wire[4] = 1'b1;
            hex_wire[3] = 1'b1;
            hex_wire[2] = 1'b0;
            hex_wire[1] = 1'b0;
            hex_wire[0] = 1'b0;
         end
         4'b1000: begin
            hex_wire[6] = 1'b0;
            hex_wire[5] = 1'b0;
            hex_wire[4] = 1'b0;
            hex_wire[3] = 1'b0;
            hex_wire[2] = 1'b0;
            hex_wire[1] = 1'b0;
            hex_wire[0] = 1'b0;
         end
         4'b1001: begin
            hex_wire[6] = 1'b0;
            hex_wire[5] = 1'b0;
            hex_wire[4] = 1'b1;
            hex_wire[3] = 1'b0;
            hex_wire[2] = 1'b0;
            hex_wire[1] = 1'b0;
            hex_wire[0] = 1'b0;
         end
         4'b1010: begin
            hex_wire[6] = 1'b1;
            hex_wire[5] = 1'b0;
            hex_wire[4] = 1'b0;
            hex_wire[3] = 1'b0;
            hex_wire[2] = 1'b0;
            hex_wire[1] = 1'b0;
            hex_wire[0] = 1'b0;
         end
         4'b1011: begin
            hex_wire[6] = 1'b1;
            hex_wire[5] = 1'b1;
            hex_wire[4] = 1'b0;
            hex_wire[3] = 1'b0;
            hex_wire[2] = 1'b0;
            hex_wire[1] = 1'b0;
            hex_wire[0] = 1'b1;
         end
         4'b1100: begin
            hex_wire[6] = 1'b0;
            hex_wire[5] = 1'b0;
            hex_wire[4] = 1'b1;
            hex_wire[3] = 1'b1;
            hex_wire[2] = 1'b0;
            hex_wire[1] = 1'b0;
            hex_wire[0] = 1'b0;
         end
         4'b1101: begin
            hex_wire[6] = 1'b0;
            hex_wire[5] = 1'b0;
            hex_wire[4] = 1'b0;
            hex_wire[3] = 1'b1;
            hex_wire[2] = 1'b0;
            hex_wire[1] = 1'b0;
            hex_wire[0] = 1'b1;
         end
         default: begin
            hex_wire[6] = 1'b0;
            hex_wire[5] = 1'b0;
            hex_wire[4] = 1'b0;
            hex_wire[3] = 1'b0;
            hex_wire[2] = 1'b1;
            hex_wire[1] = 1'b1;
            hex_wire[0] = 1'b0;
         end
      endcase
   end
endmodule
module datapath(input slow_clock, input fast_clock, input resetb,
                input load_pcard1, input load_pcard2, input load_pcard3,
                input load_dcard1, input load_dcard2, input load_dcard3,
                output [3:0] pcard3_out,
                output [3:0] pscore_out, output [3:0] dscore_out,
                output[6:0] HEX5, output[6:0] HEX4, output[6:0] HEX3,
                output[6:0] HEX2, output[6:0] HEX1, output[6:0] HEX0);
reg [3:0] new_card;
reg [3:0] p1card;
reg [3:0] p2card;
reg [3:0] p3card;
reg [3:0] d1card;
reg [3:0] d2card;
reg [3:0] d3card;
reg [6:0] p1_hex;
reg [6:0] p2_hex;
reg [6:0] p3_hex;
reg [6:0] d1_hex;
reg [6:0] d2_hex;
reg [6:0] d3_hex;
reg [3:0] pscore;
reg [3:0] dscore;
assign pcard3_out = p3card;
assign pscore_out = pscore;
assign dscore_out = dscore;
assign HEX0 = p1_hex;
assign HEX1 = p2_hex;
assign HEX2 = p3_hex;
assign HEX3 = d1_hex;
assign HEX4 = d2_hex;
assign HEX5 = d3_hex;
dealcard givencard(fast_clock, resetb, new_card);
reg4 pcard1(slow_clock, resetb, new_card, load_pcard1, p1card);
reg4 pcard2(slow_clock, resetb, new_card, load_pcard2, p2card);
reg4 pcard3(slow_clock, resetb, new_card, load_pcard3, p3card);
reg4 dcard1(slow_clock, resetb, new_card, load_dcard1, d1card);
reg4 dcard2(slow_clock, resetb, new_card, load_dcard2, d2card);
reg4 dcard3(slow_clock, resetb, new_card, load_dcard3, d3card);
card7seg p1seg(p1card, p1_hex);
card7seg p2seg(p2card, p2_hex);
card7seg p3seg(p3card, p3_hex);
card7seg d1seg(d1card, d1_hex);
card7seg d2seg(d2card, d2_hex);
card7seg d3seg(d3card, d3_hex);
scorehand p_hand(p1card, p2card, p3card, pscore);
scorehand d_hand(d1card, d2card, d3card, dscore);
endmodule
module reg4(input slow_clock, input resetb, input [3:0] in_card, input load_en, output [3:0] out_card);
reg [3:0] out_wire;
assign out_card = out_wire;
always_ff@(posedge slow_clock) begin
    if(resetb == 0) begin
        out_wire <= 4'b0000;
    end
    else if(load_en == 1) begin
        out_wire <= in_card;
    end
end
endmodule
module dealcard(input clock, input resetb, output [3:0] new_card);
reg [3:0] dealer_card;
always_ff @(posedge clock)
  if (resetb == 0)
     dealer_card <= 1;  
  else
     if (dealer_card == 13)
	     dealer_card <= 1;
	  else 
	     dealer_card++;
assign new_card = dealer_card;
endmodule
module scorehand(input [3:0] card1, input [3:0] card2, input [3:0] card3, output [3:0] total);
reg [3:0] card1_val;
reg [3:0] card2_val;
reg [3:0] card3_val;
assign total = (card1_val + card2_val + card3_val) % 10;
always_comb begin : card_logic1
    case(card1)
        4'b0001:   card1_val = 4'd1;
        4'b0010:   card1_val = 4'd2;
        4'b0011: card1_val = 4'd3;
        4'b0100:  card1_val = 4'd4;
        4'b0101:  card1_val = 4'd5;
        4'b0110:   card1_val = 4'd6;
        4'b0111: card1_val = 4'd7;
        4'b1000: card1_val = 4'd8;
        4'b1001:  card1_val = 4'd9;
        4'b1010, 4'b1011, 4'b1100, 4'b1101, 4'b0000: card1_val = 4'd0; 
        default: card1_val = 4'd0;
    endcase
end
always_comb begin : card_logic2
    case(card2)
        4'b0001:   card2_val = 4'd1;
        4'b0010:   card2_val = 4'd2;
        4'b0011: card2_val = 4'd3;
        4'b0100:  card2_val = 4'd4;
        4'b0101:  card2_val = 4'd5;
        4'b0110:   card2_val = 4'd6;
        4'b0111: card2_val = 4'd7;
        4'b1000: card2_val = 4'd8;
        4'b1001:  card2_val = 4'd9;
        4'b1010, 4'b1011, 4'b1100, 4'b1101, 4'b0000: card2_val = 4'd0; 
        default: card2_val = 4'd0;
    endcase
end
always_comb begin : card_logic3
    case(card3)
        4'b0001:   card3_val = 4'd1;
        4'b0010:   card3_val = 4'd2;
        4'b0011: card3_val = 4'd3;
        4'b0100:  card3_val = 4'd4;
        4'b0101:  card3_val = 4'd5;
        4'b0110:   card3_val = 4'd6;
        4'b0111: card3_val = 4'd7;
        4'b1000: card3_val = 4'd8;
        4'b1001:  card3_val = 4'd9;
        4'b1010, 4'b1011, 4'b1100, 4'b1101, 4'b0000: card3_val = 4'd0; 
        default: card3_val = 4'd0;
    endcase
end
endmodule
module statemachine(input slow_clock, input resetb,
                    input [3:0] dscore, input [3:0] pscore, input [3:0] pcard3,
                    output load_pcard1, output load_pcard2,output load_pcard3,
                    output load_dcard1, output load_dcard2, output load_dcard3,
                    output player_win_light, output dealer_win_light);
reg load_next_d1;
reg load_next_d2;
reg load_next_d3;
reg load_next_p1;
reg load_next_p2;
reg load_next_p3;
reg next_plight;
reg next_dlight;
reg [2:0] current_state;
reg [2:0] next_state;
assign load_dcard1 = load_next_d1;
assign load_dcard2 = load_next_d2;
assign load_dcard3 = load_next_d3;
assign load_pcard1 = load_next_p1;
assign load_pcard2 = load_next_p2;
assign load_pcard3 = load_next_p3;
assign dealer_win_light = next_dlight;
assign player_win_light = next_plight;
always_ff@(posedge slow_clock) begin
    if(~resetb) begin
        current_state <= 3'b000;
    end
    else begin
        current_state <= next_state; 
    end
end
always_comb begin : state_logic
    case(current_state)
        3'b000:begin
            next_state = 3'b001;
            load_next_d1 = 1'b0;
            load_next_d2 = 1'b0;
            load_next_d3 = 1'b0;
            load_next_p1 = 1'b1;
            load_next_p2 = 1'b0;
            load_next_p3 = 1'b0;
            next_dlight = 1'b0;
            next_plight = 1'b0;
        end
        3'b001:begin
            next_state = 3'b010;
            load_next_d1 = 1'b1;
            load_next_d2 = 1'b0;
            load_next_d3 = 1'b0;
            load_next_p1 = 1'b0;
            load_next_p2 = 1'b0;
            load_next_p3 = 1'b0;
            next_dlight = 1'b0;
            next_plight = 1'b0;
        end
        3'b010:begin
            next_state = 3'b011;
            load_next_d1 = 1'b0;
            load_next_d2 = 1'b0;
            load_next_d3 = 1'b0;
            load_next_p1 = 1'b0;
            load_next_p2 = 1'b1;
            load_next_p3 = 1'b0;
            next_dlight = 1'b0;
            next_plight = 1'b0;
        end
        3'b011:begin
            next_state = 3'b100;
            load_next_d1 = 1'b0;
            load_next_d2 = 1'b1;
            load_next_d3 = 1'b0;
            load_next_p1 = 1'b0;
            load_next_p2 = 1'b0;
            load_next_p3 = 1'b0;
            next_dlight = 1'b0;
            next_plight = 1'b0;
        end
        3'b100:begin
            if(pscore > 4'd7 || dscore > 4'd7) begin  
                next_state = 3'b110;
                load_next_d3 = 1'b0;
                load_next_p3 = 1'b0;
                if(pscore > dscore) begin
                    next_dlight = 1'b0;
                    next_plight = 1'b1;
                end
                else if(dscore > pscore) begin
                    next_dlight = 1'b1;
                    next_plight = 1'b0;
                end
                else begin
                    next_dlight = 1'b1;
                    next_plight = 1'b1;
                end
            end
            else if(pscore > 4'd5 && dscore > 4'd5) begin  
                next_state = 3'b110;
                load_next_d3 = 1'b0;
                load_next_p3 = 1'b0;
                if(pscore > dscore) begin
                    next_dlight = 1'b0;
                    next_plight = 1'b1;
                end
                else if(dscore > pscore) begin
                    next_dlight = 1'b1;
                    next_plight = 1'b0;
                end
                else begin
                    next_dlight = 1'b1;
                    next_plight = 1'b1;
                end
            end
            else begin
                next_dlight = 1'b0;
                next_plight = 1'b0;
                if(pscore > 4'd5) begin
                    next_state = 3'b110;
                    load_next_d3 = 1'b1;
                    load_next_p3 = 1'b0;
                end
                else begin
                    next_state = 3'b101;
                    load_next_d3 = 1'b0;
                    load_next_p3 = 1'b1;
                end
            end
            load_next_d1 = 1'b0;
            load_next_d2 = 1'b0;
            load_next_p1 = 1'b0;
            load_next_p2 = 1'b0;            
        end
        3'b101:begin
            if((pcard3 < 4'd8 && pcard3 > 4'd5 && dscore == 4'd6) || (pcard3 < 4'd8 && pcard3 > 4'd3 && dscore == 4'd5) 
            || (pcard3 < 4'd8 && pcard3 > 4'd1 && dscore == 4'd4) || (pcard3 != 8 && dscore == 3) || (dscore < 3)) begin
                next_state = 3'b110;
                load_next_d3 = 1'b1;
                next_dlight = 1'b0;
                next_plight = 1'b0;
            end
            else begin
                next_state = 3'b110;
                load_next_d3 = 1'b0;
                if(pscore > dscore) begin
                    next_dlight = 1'b0;
                    next_plight = 1'b1;
                end
                else if(dscore > pscore) begin
                    next_dlight = 1'b1;
                    next_plight = 1'b0;
                end
                else begin
                    next_dlight = 1'b1;
                    next_plight = 1'b1;
                end
            end
            load_next_d1 = 1'b0;
            load_next_d2 = 1'b0;
            load_next_p1 = 1'b0;
            load_next_p2 = 1'b0;
            load_next_p3 = 1'b0;          
        end
        3'b110:begin
            next_state = 3'b110;
            load_next_d1 = 1'b0;
            load_next_d2 = 1'b0;
            load_next_d3 = 1'b0;
            load_next_p1 = 1'b0;
            load_next_p2 = 1'b0;
            load_next_p3 = 1'b0;
            if(pscore > dscore) begin
                next_dlight = 1'b0;
                next_plight = 1'b1;
            end
            else if(dscore > pscore) begin
                next_dlight = 1'b1;
                next_plight = 1'b0;
            end
            else begin
                next_dlight = 1'b1;
                next_plight = 1'b1;
            end
        end
        default:begin
            next_state = 3'b000;
            load_next_d1 = 1'b0;
            load_next_d2 = 1'b0;
            load_next_d3 = 1'b0;
            load_next_p1 = 1'b0;
            load_next_p2 = 1'b0;
            load_next_p3 = 1'b0;
            next_dlight = 1'b0;
            next_plight = 1'b0;
        end
    endcase
end
endmodule
module task5(input CLOCK_50, input[3:0] KEY, output[9:0] LEDR,
            output[6:0] HEX5, output[6:0] HEX4, output[6:0] HEX3,
            output[6:0] HEX2, output[6:0] HEX1, output[6:0] HEX0);
wire fast_clock, slow_clock, resetb;
wire load_pcard1, load_pcard2, load_pcard3;
wire load_dcard1, load_dcard2, load_dcard3;
wire [3:0] pscore, dscore;
wire [3:0] pcard3;
assign resetb = KEY[3];
assign slow_clock = KEY[0];
assign fast_clock = CLOCK_50;
datapath dp(.slow_clock(slow_clock),
            .fast_clock(fast_clock),
            .resetb(resetb),
            .load_pcard1(load_pcard1),
            .load_pcard2(load_pcard2),
            .load_pcard3(load_pcard3),
            .load_dcard1(load_dcard1),
            .load_dcard2(load_dcard2),
            .load_dcard3(load_dcard3),
            .dscore_out(dscore),
            .pscore_out(pscore),
            .pcard3_out(pcard3),
            .HEX5(HEX5),
            .HEX4(HEX4),
            .HEX3(HEX3),
            .HEX2(HEX2),
            .HEX1(HEX1),
            .HEX0(HEX0));
assign LEDR[3:0] = pscore;
assign LEDR[7:4] = dscore;
statemachine sm(.slow_clock(slow_clock),
                .resetb(resetb),
                .dscore(dscore),
                .pscore(pscore),
                .pcard3(pcard3),
                .load_pcard1(load_pcard1),
                .load_pcard2(load_pcard2),
                .load_pcard3(load_pcard3),						  
                .load_dcard1(load_dcard1),
                .load_dcard2(load_dcard2),
                .load_dcard3(load_dcard3),	
                .player_win_light(LEDR[8]), 
                .dealer_win_light(LEDR[9]));
endmodule
--- run.sh ---
#!/bin/bash
# OpenROAD 26Q1-2900-gdf79404cd8, Yosys 0.63+post, stock flow scripts
make -C /OpenROAD-flow-scripts/flow DESIGN_CONFIG=/design/flow/config.mk WORK_HOME=/design/flow/orfs finish
--- config.mk ---
export PLATFORM = sky130hd
export DESIGN_NAME = task5
export DESIGN_NICKNAME = task5
export VERILOG_FILES = /design/flow/design.v
export SDC_FILE = /design/flow/constraint.sdc
export NUM_CORES = 4
export LEC_CHECK = 1
export CORE_UTILIZATION = 40
--- constraint.sdc ---
current_design task5

set clk_period 9.5
set clk_io_pct 0.2

create_clock -name clk0 -period $clk_period [get_ports {CLOCK_50}]
create_clock -name clk1 -period $clk_period [get_ports {KEY}]

set non_clock_inputs [all_inputs -no_clocks]
set_input_delay [expr $clk_period * $clk_io_pct] -clock clk0 $non_clock_inputs
set_output_delay [expr $clk_period * $clk_io_pct] -clock clk0 [all_outputs]
==> flow_metrics.tcl <==
# collected from the flow reports
set metrics [dict create \
    ys.flops 101 \
    synth-xor-area-share 0.0212 \
    num_rows 43 \
    ys_sh_adder 0.130 \
    stop_error "[ERROR DPL-0036] Detailed placement failed." \
    ys_types 76 \
    yosysTopAreaCell "dfxtp_1" \
    top_area_frac 0.349 \
    mux_area_frac 0.0737 \
    syn-cell-area_um2 5790 \
    dpl.hpwl_um 8850 \
    ys_cells 659 \
    status "did not finish" \
    fp_util 0.414 \
    numPortBuffers 52 \
    io_pins 57 \
    synth_dominant_cell_count "dfxtp_1" \
    ys_sh_simple 0.160 \
    yosys_warnings 5 \
    die_x_um 122 \
    ys_area_um2 5790 \
    haltStage "4_1_cts" \
    synth_area_per_cell_um2 8.79 \
    postSynthSeqShare 0.349 \
    flop_cell "dfxtp_1" \
    gp_routability_congestion 0.918 \
    logic_family "AND-OR/OR-AND gates" \
    synth-compound-area-share 0.207 \
    async_reset_ff_frac 0 \
    area_leaders "dfxtp_1 35%, ha_1 11%, nand2_1 4.7%, nor2_1 4.1%, a21oi_1 4.1%" \
    synth_cells 659 \
    die_h_um 122 \
    common_cells "101 x dfxtp_1, 72 x nand2_1, 63 x nor2_1" \
    placed_cells 865 \
    edf_count 0 \
]
==> stage by stage <==
step / total power (uW) / setup slack [ns] / util / hold WS [ns] / cell area, um2
detailed placement: 1320 / 1.23 / 0.458 / 0.108 / 6400
floorplan: 1400 / 2.08 / - / 0.440 / 5790
global placement: 1320 / 1.40 / 0.458 / 0.108 / 6400
==> cell families after synthesis <==
logic type	Yosys count
AOI/OAI and AO/OA	170
xor gates and xnor gates	11
adders and majority gates	58
buffers and inverters	79
DFF	101
muxes	37
and+or+nand+nor	203
No activity file was given, so power comes from the tool's default toggle rates.
